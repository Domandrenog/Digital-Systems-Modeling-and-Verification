--- flow/run.sh ---
#!/bin/bash
# OpenROAD 26Q1-2900-gdf79404cd8, Yosys 0.63+post, stock flow scripts
make -C /OpenROAD-flow-scripts/flow DESIGN_CONFIG=/design/flow/config.mk WORK_HOME=/design/flow/orfs finish
--- flow/config.mk ---
export PLATFORM = sky130hd
export DESIGN_NAME = gcd_rtl
export DESIGN_NICKNAME = gcd_rtl
export VERILOG_FILES = /design/flow/design.v
export SDC_FILE = /design/flow/constraint.sdc
export NUM_CORES = 4
export LEC_CHECK = 1
export CORE_AREA = 10 10 70 70
export DIE_AREA = 0 0 80 80
--- flow/constraint.sdc ---
current_design gcd_rtl

set clk_period 1.7
set clk_io_pct 0.2

create_clock -name clk0 -period $clk_period [get_ports {clk}]

set non_clock_inputs [all_inputs -no_clocks]
set_input_delay [expr $clk_period * $clk_io_pct] -clock clk0 $non_clock_inputs
set_output_delay [expr $clk_period * $clk_io_pct] -clock clk0 [all_outputs]
--- flow/design.v ---
`timescale 1ns/1ns  
module gcd_rtl #(parameter NBits = 2)
	(  
	input [NBits-1:0] xi, yi,
  	input rst, clk, start,
  	output reg [NBits-1:0] xo,
  	output reg rdy = 1'b0
	);
	reg signed [NBits-1:0] x, y;
  always @(posedge clk)
  begin
  	if (start == 1'b0 && rst == 1'b0)   
	begin
        	x <= xi;
        	y <= yi;
		rdy <= 0;
      	end 
    	else if (start == 1'b1 && rst == 1'b0) 
	begin	
		if( x > 0 && y > 0) 
		begin		
        		if (x != y)
			begin
          			if (y > x) 		y <= y - x;
				else 			x <= x - y; 
			end
			else
			begin
        			xo <= x;  
        			rdy <= 1'b1;
			end
		end
		else if (x < 0 || y < 0)
		begin
			if(x<0)	x = -xi;
			if (y<0)   y = -yi; 
		end
		else 
		begin
			xo <= 0; 
        		rdy <= 1'b1;
		end
	end
	else
	begin
		x <= 0;
        	y <= 0;
		rdy <= 0;
	end
    end
endmodule
==> results.tsv <==
stage	metric	value	unit
global_routing	first_global_vias	441	
final_layout	layout.cells.most_common_list	sky130_fd_sc_hd__clkdlybuf4s50_1 (9), sky130_fd_sc_hd__inv_1 (8), sky130_fd_sc_hd__buf_4 (8), sky130_fd_sc_hd__edfxtp_1 (6)	
yosys	yosys_area	519	sq um
detailed_routing	m1_wire_length	410	um
final_layout	dominant_logic_cell_type_in_the_layout	sky130_fd_sc_hd__clkdlybuf4s50_1	
min_path	hold_start	rdy$_SDFFE_PN0P_	
timing	setup_ws	0.0611	ns
placement	place_hpwl	880	um
detailed_routing	drt-pass1-iter-count	3	
detailed_routing	drt-total-wl	1050	um
yosys	yosys_register_bits	7	
run	log.warning_count	28	
detailed_routing	drt-initial-drc-count	4	
floorplan	std_cell_rows	21	
yosys	synth.cell_area	519	sq um
timing	fin_tns_setup	0	ns
global_routing	global_route_wire_length_before_repair	1870	um
detailed_routing	dr_wl_met2	595	um
pwr	vdd_ir_drop_max	190	uV
placement	detailedPlace.worstSlack	-0.0231	ns
yosys	yosysCellCount	50	
clock_tree	number_of_hold_buffers_added_after_cts	0	
timing	report.final.setup_viol	0	
pwr	combPwrFrac	31.8	%
min_path	holdCritPathClass	flop to flop	
clock_tree	library_cell_used_as_clock_root_buffer	sky130_fd_sc_hd__clkbuf_4	
pwr	cell_internal_pwr	387	uW
global_routing	groute.usage.overall	3.49	%
pwr	powerDensity	690	nW/um^2
pwr	switching_power_share_of_the_total	26.4	%
detailed_routing	dr_wl_met3	25	um
global_routing	maximum_number_of_pins_on_one_net_before_global_route_repair	7	
global_routing	grt_remaining_overflow	0	
setup_path	path_max_fanout	3	
pwr	power_frac_seq	40.8	%
global_routing	initial_antenna_violation_count	0	
yosys	synthCells	50	
placement	port_buffers	9	
setup_path	timing.critical_path.from_type	flop	
timing	clock.fmax	0.610	GHz
yosys	ys_seq_share	38.6	%
pwr	netSwitchingPower	139	uW
clock_tree	clk-insertion-delay-late	0.24	ns
placement	postPlaceCellArea	719	sq um
pwr	leakagePower	0.299	nW
clock_tree	cts_inserted_buffers	3	
detailed_routing	detail_route.drc_violations	0	
final_layout	stdcell_area	762	sq um
status	status	complete, no violations	
run	timing.max_cap.violations	0	
floorplan	die_boundary_width	80	um
detailed_routing	diodes	0	
detailed_routing	wl_per_cell	9.00	um
setup_path	crit_end_category	flop	
detailed_routing	via_density_per_instance	3.53	
setup_path	worst_ep_required_time	1.65	ns
timing	min_period	1.64	ns
timing	period_used_share	96.4	%
timing	final-max-slew-violation-count	0	
setup_path	timing.reg2reg.setup_slack	0.06	ns
placement	gp_routability_congestion	0.781	
setup_path	setup.worst_path.class	flop to flop	
clock_tree	path_clk_slew	0.05	ns
yosys	synthDistinctLibCells	22	
detailed_routing	antenna_violating_nets_remaining	0	
setup_path	worst_setup_path_startpoint	y[1]$_DFFE_PP_	
timing	clock_skew	0.000405	ns
detailed_routing	topRoutingLayerUsed	met4	
clock_tree	cts_htree_levels	1	
final_layout	drive_gt1_share	26.8	%
pwr	power.share.clock	27.4	%
final_layout	area.growth.synth_to_final	46.7	%
timing	grt_setup_unrepaired	no	
clock_tree	tritoncts	done	
yosys	syn_area_per_cell	10.4	sq um
yosys	yosys_warning_tally	1	
floorplan	fp.coreArea	3420	sq um
floorplan	boundaryPins	10	
timing	final-hold-violation-count	0	
final_layout	post-route-util	22.3	%
clock_tree	clock_sinks	7	
floorplan	die_h	80	um
setup_path	source_of_the_worst_register_to_register_timing_path	y[1]$_DFFE_PP_	
floorplan	die_area	6400	sq um
setup_path	crit_arrival	1.59	ns
detailed_routing	routed-via-count	413	
clock_tree	clock_tree.buffer_depth	2	
floorplan	initCoreUtil	15.2	%
## layer usage
metal	GRT usage (%)	vias up
met2	6.74	4
li1	-	211
met5	0	-
met1	3.66	196
met4	1.41	0
met3	0.455	2
## through the flow
stage	cells	hold WS, ns	power (mW)
floorplan	50	0.418	0.302
global placement	112	0.449	0.373
detailed placement	112	0.454	0.374
CTS	116	0.462	0.526
global route	117	0.474	0.560
finish	117	0.457	0.526
## state kept, by name, indices dropped and copies added (netlist names)
register / count
x: 2
rdy: 1
y: 2
xo: 2
## power by group through the flow
stage	Combinational (mW)	Sequential [mW]	Clock, mW
finish	0.167	0.214	0.144
global route	0.186	0.216	0.158
CTS	0.160	0.215	0.151
## worst paths after layout
kind / to / depth (start not counted)
setup / recovery: xo[0]$_SDFFCE_PN0P_ / 5
setup reg to reg: xo[0]$_SDFFCE_PN0P_ / 5
hold / removal: rdy$_SDFFE_PN0P_ / 2
hold reg to reg: rdy$_SDFFE_PN0P_ / 2
## worst max-delay path: stages, from the launching register on
cell	delay, ns
sky130_fd_sc_hd__edfxtp_1	0.41
sky130_fd_sc_hd__inv_1	0.11
sky130_fd_sc_hd__ha_1	0.24
sky130_fd_sc_hd__nand2b_1	0.18
sky130_fd_sc_hd__mux2_4	0.29
sky130_fd_sc_hd__nor2_2	0.12
## kinds of logic after synthesis
| logic type | synth area share, % |
|---|---|
| DFF | 38.6 |
| muxes | 6.99 |
| other | 0.722 |
| AOI/OAI and AO/OA | 13.7 |
| buffers and inverters | 6.51 |
| and+or+nand+nor | 16.9 |
| xor gates and xnor gates | 1.69 |
| adders and majority gates | 14.9 |
## Yosys cell counts, drive strengths merged
master	number	area [sq um]
xor2	1	8.76
edfxtp	6	180
nor2b	3	18.8
nand2	2	7.51
or3	1	6.26
conb	1	3.75
o2bb2ai	2	17.5
a21oi	5	28.8
fa	2	40.0
nor2	1	3.75
ha	3	37.5
nand3	1	5.00
o21ai	5	25.0
mux2	2	26.3
dfxtp	1	20.0
nand4bb	1	27.5
nand2b	3	18.8
inv	9	33.8
mux2i	1	10.0
## area by class of cell
cell class / instances / area [sq um]
flip-flops and latches: 7 / 200
clock buffers: 4 / 26.3
inverters: 9 / 33.8
fillers: 370 / 2650
multi-input cells: 34 / 294
repair buffers: 17 / 150
well taps: 46 / 57.6
## what timing repair did
| item | 4_1_cts | 5_1_grt |
|---|---|---|
| gates resized | 1 | 3 |
| endpoints found under the setup margin | 2 | 5 |
| buffers inserted | 0 | 1 |
| pin swaps | 0 | 1 |
Power figures rest on the tool's default switching activity, not on a simulated workload.
